==> flow/design.v <==
module counter #(
    parameter WIDTH = 8
)(
    input logic clk,  
    input logic rst,  
    input logic en,  
    output logic [WIDTH-1:0] count  
);
always_ff @( posedge clk )
    if(rst) count <= {WIDTH{1'b0}};
    else count <= count + {{WIDTH-1{1'b0}}, en};
endmodule
module bin2bcd (
	input  logic [7:0]   x,			 
	output logic [11:0]  BCD      
);	
   logic  [19:0] result;   
   integer i;
   always_comb
   begin
      result[19:0] = 0;
      result[7:0] = x;      
      for (i=0; i<8; i=i+1) begin
         if (result[11:8] >= 5)
            result[11:8] = result[11:8] + 4'd3; 
         if (result[15:12] >= 5)
            result[15:12] = result[15:12] + 4'd3;
         result = result << 1;
      end
      BCD = result[19:8];
   end
endmodule
module top #(
  parameter WIDTH = 8
)(
  input  logic             clk,       
  input  logic             rst,       
  input  logic             en,        
  input  logic [WIDTH-1:0] v,         
  output logic [11:0]      bcd        
);
  logic  [WIDTH-1:0]       count;     
counter myCounter (
  .clk (clk),
  .rst (rst),
  .en (en),
  .count (count)
);
bin2bcd myDecoder (
  .x (count),
  .BCD (bcd)
);
endmodule
==> flow/run.sh <==
#!/bin/bash
# OpenROAD 26Q1-2900-gdf79404cd8, Yosys 0.63+post, stock flow scripts
make -C /OpenROAD-flow-scripts/flow DESIGN_CONFIG=/design/flow/config.mk WORK_HOME=/design/flow/orfs finish
==> flow/config.mk <==
export PLATFORM = sky130hd
export DESIGN_NAME = top
export DESIGN_NICKNAME = top
export VERILOG_FILES = /design/flow/design.v
export SDC_FILE = /design/flow/constraint.sdc
export NUM_CORES = 4
export LEC_CHECK = 1
export CORE_AREA = 10 10 79 79
export DIE_AREA = 0 0 89 89
==> flow/constraint.sdc <==
current_design top

set clk_period 6.7
set clk_io_pct 0.2

create_clock -name clk0 -period $clk_period [get_ports {clk}]

set non_clock_inputs [all_inputs -no_clocks]
set_input_delay [expr $clk_period * $clk_io_pct] -clock clk0 $non_clock_inputs
set_output_delay [expr $clk_period * $clk_io_pct] -clock clk0 [all_outputs]
==> reports/metrics.cfg <==
[placement]
place_congestion = 0.814
hpwl_um = 2100
io_buffer_count = 12

[grt]
grtUsageTotal_pct = 6.95
grt-ovfl-total = 0
grt_pass1_vias = 1093
grt_first_pass_wirelength_um = 4680
antenna_found_initial = 0
grt_max_degree = 19

[sta]
slew_headroom_pct = 62.3
period_needed_ns = 6.35
setup-tns-final_ns = 0
holdWs_ns = 0.594
timing.fmax_mhz = 158
finalCritPeriodShare_pct = 94.7
hold_viol = 0
setup_viol = 0
drv_slew = 0
skew_ns = 0.00257
worst_pin_slew_ns = 0.564

[critical_path]
slowest_delay_ns = 0.49
crit_top_cell = ha_1
r2r.worst_path.cells = 5
cpLargestDelayFamily = AND-OR/OR-AND gates
crit_path_top_delay_cell = clkdlybuf4s50_1
cp_num_cells = 21
worstPathMaxFanout = 9
endpoint_kind = output pin
worst-path-buf-inv = 3
critical_path_class = reg -> out
worst_ep_required_time_ns = 5.36
path_cells = inv_1, ha_1, inv_1, ha_2, a21oi_2, xnor2_2, ha_1, nor2b_2, o21ai_0, a21oi_2, xnor2_1, ha_1, nand2b_1, a2111oi_1, mux2_4, nor2_1, a221o_2, and3_1, o32a_1, o22ai_1, clkdlybuf4s50_1
cp-start-kind = flop
critPathArrivalTime_ns = 5.01

[clock_network]
clk_pin_slew_ns = 0.04
clock_sinks = 8
cts.path.max_buffers = 2
h-tree-depth = 1
root_buffer = clkbuf_8
cts_tree = done
clk_latency_ns = 0.22
cts_buffers = 3

[pwr]
peakVddDrop_uv = 67.9
power_density_nw_per_um2 = 76.7
p_leak_nw = 0.655
total_power_mw = 0.117

[synthesis]
ys_chip_area_um2 = 1230
adder_share_pct = 12.2
compound_area_share_pct = 28.4
ys_seq_share_pct = 13.0
synth.avg_cell_area_um2 = 7.37
topCombFamilyByArea = AND-OR/OR-AND gates
ys_types = 53
xor_share_pct = 5.69
topCellsByArea = dfxtp_1 (13%), ha_1 (12%), nor2_1 (6.7%)
netlist.area_leader.share_pct = 13.0
ys_sh_mux_pct = 7.72
ys_sh_simple_pct = 26.7
edf_count = 0
syn_area_um2 = 1230
common_cells = nor2_1 (22), ha_1 (12), nand2_1 (12), a21oi_1 (10), inv_1 (9)
async_reset_ff_share_pct = 0
ys_cells = 167
ff_type = dfxtp_1
numSynthFlops = 8
syn_inst = 167
top_area_cell = dfxtp_1
synth_warnings = 2
synth_top_cell_by_count = nor2_1

[floorplanning]
die_h_um = 89
die_w_um = 89
rows = 25
fp.coreArea_um2 = 4660
top_level_ports = 23
floorplanUtilization_pct = 26.4
chipArea_um2 = 7920

[run_status]
outcome = completed

[min_path]
hold_path_depth = 2
hold_class = reg -> reg

[flow_run]
tool_warnings = 37
max-cap-violations = 0

[drt]
ant_nets = 0
n_antenna_cell = 0
finalWirelength_um = 2650
wire_per_inst_um = 11.1
drc = 0
vias = 1224
via_per_inst = 5.10
drt_pass1_iterations = 4
drt-initial-drc-count = 39

[final_layout]
fillCellCount = 489
areaGrowthSynthToFinish_pct = 24.0
largest_reg_flops = 8
drive_gt1_share_pct = 16.1
largest-register = myCounter.count
register_area_um2 = 160
top_regs = myCounter.count x8
comb_area_um2 = 1030

-- final cells by class --
| cell class | count | share of cell area, % |
|---|---|---|
| clock buffers | 3 | 2.70 |
| well taps | 54 | 4.43 |
| inverters | 9 | 2.21 |
| flip-flops and latches | 8 | 10.5 |
| multi-input cells | 144 | 67.4 |
| repair buffers | 22 | 12.8 |
-- final timing paths --
| check | startpoint | to | slack, ns |
|---|---|---|---|
| min | myCounter.count[0] | myCounter.count[0] | 0.59 |
| max | myCounter.count[6] | bcd[3] | 0.35 |
| min reg2reg | myCounter.count[0] | myCounter.count[0] | 0.59 |
| max reg2reg | myCounter.count[2] | myCounter.count[7] | 5.07 |
-- kinds of logic (layout without fill, tap and decap cells) --
family | after synthesis | count (layout)
DFF | 8 | 8
xor gates and xnor gates | 8 | 8
and+or+nand+nor | 66 | 66
muxes | 8 | 8
other | 1 | 2
AOI/OAI and AO/OA | 48 | 48
adders and majority gates | 12 | 12
buffers and inverters | 16 | 34
-- report_power, final --
| part | switching, mW | total, mW | leakage, nW | internal (mW) |
|---|---|---|---|---|
| combinational | 0.00335 | 0.00954 | 0.569 | 0.00619 |
| clock | 0.0175 | 0.0563 | 0.0216 | 0.0388 |
| sequential | 0.00211 | 0.0512 | 0.0648 | 0.0491 |
-- per-stage QoR --
| stage | setup slack [ns] | instances | cell area [µm²] | utilization, % |
|---|---|---|---|---|
| 2_1_floorplan | 0.976 | 168 | 1230 | - |
| 3_3_place_gp | 0.263 | 236 | 1450 | 31.1 |
| 3_5_place_dp | 0.286 | 236 | 1450 | 31.1 |
| 4_1_cts | 0.0159 | 239 | 1490 | 32.0 |
| 5_1_grt | -0.0375 | 240 | 1530 | 32.8 |
| 6_report | 0.355 | 240 | 1530 | 32.8 |
-- what timing repair did --
item	4_1_cts	5_1_grt
gates resized	0	9
buffers inserted	0	1
endpoints found under the setup margin	0	8
hold buffers	0	0
hold endpoints to repair	0	0
-- layer usage --
| metal | track usage [%] | routed length, µm |
|---|---|---|
| met5 | 0 | 0 |
| met4 | 0.723 | 10 |
| met3 | 1.10 | 107 |
| met2 | 11.0 | 1100 |
| met1 | 10.0 | 1440 |
-- cell usage in the layout, fill, tap and decap left out, types with 6 or more instances in the layout --
master	Yosys	routed
buf_4	3	10
nor2_1	22	22
inv_1	9	9
dfxtp_1	8	8
clkdlybuf4s50_1	0	12
xnor2_1	7	6
a21oi_1	10	8
ha_1	12	11
nand2_1	12	12
-- worst reg2reg max path: stages, from the launching register on --
cell and delay, ns:
dfxtp_1 0.67, nand3_1 0.21, nor3_1 0.31, nand2_1 0.12, xor2_1 0.15, nor2_1 0.05
No activity file was given, so power comes from the tool's default toggle rates.
